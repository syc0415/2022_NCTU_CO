===== flow/design.v =====
module Forwarding_Unit(
    regwrite_mem,
    regwrite_wb,
    idex_regs,
    idex_regt,
    exmem_regd,
    memwb_regd,
    forwarda,
    forwardb
);
input       regwrite_mem;
input       regwrite_wb;
input [4:0] idex_regs;
input [4:0] idex_regt;
input [4:0] exmem_regd;
input [4:0] memwb_regd;
output [1:0] forwarda;
output [1:0] forwardb;
reg [1:0] forwarda;
reg [1:0] forwardb;
always@(*) begin
    if(regwrite_mem == 1'b1 && idex_regs == exmem_regd && exmem_regd != 5'd0)
        forwarda <= 2'b01;
    else if(regwrite_wb == 1'b1 && idex_regs == memwb_regd && memwb_regd != 5'd0)
        forwarda <= 2'b10;
    else
        forwarda <= 2'b00;
    if(regwrite_mem == 1'b1 && idex_regt == exmem_regd && exmem_regd != 5'd0)
        forwardb <= 2'b01;
    else if(regwrite_wb == 1'b1 && idex_regt == memwb_regd && memwb_regd != 5'd0)
        forwardb <= 2'b10;
    else
        forwardb <= 2'b00;
end
endmodule

===== flow/run.sh =====
#!/bin/bash
# OpenROAD 26Q1-2900-gdf79404cd8, Yosys 0.63+post, stock flow scripts
make -C /OpenROAD-flow-scripts/flow DESIGN_CONFIG=/design/flow/config.mk WORK_HOME=/design/flow/orfs finish

===== flow/config.mk =====
export PLATFORM = sky130hd
export DESIGN_NAME = Forwarding_Unit
export DESIGN_NICKNAME = Forwarding_Unit
export VERILOG_FILES = /design/flow/design.v
export SDC_FILE = /design/flow/constraint.sdc
export NUM_CORES = 4
export LEC_CHECK = 1
export CORE_AREA = 10 10 70 70
export DIE_AREA = 0 0 80 80

===== flow/constraint.sdc =====
current_design Forwarding_Unit

set clk_period 1.9
set clk_io_pct 0.2

create_clock -name clk0 -period $clk_period

set non_clock_inputs [all_inputs -no_clocks]
set_input_delay [expr $clk_period * $clk_io_pct] -clock clk0 $non_clock_inputs
set_output_delay [expr $clk_period * $clk_io_pct] -clock clk0 [all_outputs]

==> changes_impl.md <==
### Physical design

* Sequential area share after synthesis at 0%
* Layout Cells excl Fill at 116
* Die Ht at about 80 um
* Starting Density at around 7.5%
* Required @ worst endpoint at 1520 ps
* Power density over the cells at 194 nW/um^2
* Syn. warnings at 1
* Top cells by count: 10 x xnor2_1, 10 x xor2_1, 4 x nand3_1, 4 x nor3_1
* Top cell area share at 34.1%
* Vias at 396
* Yosys top cell by area: xnor2_1
* Worst path arrival time at 1590 ps
* Worst ir drop on vdd at approximately 30 uV
* Row count at 21
* FF+latch area at 0 um^2
* Startpoint Class: primary input
* Global route overflow at 0
* Area reported by Yosys stat at 256 um^2
* Chip Area at 6400 um^2
* MUX area fraction at 0%
* Yosys cell count at 34
* Final RePlAce weighted congestion at about 0.84
* Post-placement cell area at ~630 um^2
* P&R area growth vs syn at 168%
* Port bufs at 26
* Routed wire length at 1.40 mm
* Post-route cell area at 687 um^2
* Relative slew slack at between 80% and 90%
* TritonRoute pass-1 iters at 3
* Utilization after layout at 20.1%
* Mapped Cells at 34
* Synthesized area per cell at 7.54 um^2
* Flops at 0
* Final Max-Slew Violation Tally at 0
* Unrepaired setup endpoints after global routing: yes
* Clock buffer cells at 0
* Comb gate area at 328 um^2
* Distinct cells, synth at 8
* # diodes at 0
* Tightest Pin Transition at 277 ps
* Place WS at -749 ps
* Remaining DRCs at 0
* Highest Clock Rate at 0.508 GHz
* Io pins at 26
* CP Max Fanout at 2
* WHS at approximately 1400 ps
* Max-cap violations at 0
* Simple Share, Synth at 26.3%
* Hold buffers post-CTS at 0
* First-pass GRT wire length at 2.10 mm
* Core area at 3420 um^2
* GRT Total Usage at 3.99%
* CP Capture Type: output pin
* Hpwl dp at roughly 1.1 mm
* Worst Hold Class: in -> out
* Min cycle time layout at 1970 ps
* Main logic family after synthesis: XOR/XNOR gates
* Final setup fails at 4
* Largest cells by area: xnor2_1 34%, xor2_1 34%, nand3_1 7.8%
* Via/cell ratio at between 3 and 4
* Inst Count DP at 114
* P_leak at ~0.00027 uW
* Yosys adder share at 0%
* WS Path Type: in -> out
* Log Warnings at 34
* Drt first-iter violations at 14
* Yosys aoi share at 5.37%
* XOR Share, Synth at 68.3%
* Die X at 80 um
* Largest net degree at the start of global routing at 4
* PnR worst setup slack at -69.5 ps
* Cycle use final at 104%
* Share of layout cells above drive strength 1 at around 37%
* Number of global-route vias before repair at 451
* Failing checks: setup timing
* Wire per inst at around 12 um
* Initial antenna violation count at 0
* ANT nets after route at 0
* Status: finished with violations
* Fin. Hold Viols at 0
* Fillers at 374
* Synthesized area at between 200 and 300 um^2
==> metal layers <==
layer  vias to the layer above  part of all wire, %  global-route usage [%]
met5                         -                    0                       0
met4                         0                    0                       0
met3                         0                  9.1                   0.795
met2                        18                   48                    7.22
met1                       185                   42                    5.01
li1                        193                    -                       -
==> path summary, 6_finish.rpt <==
| path | startpoint | cells after the start | slack, ps | endpoint |
|---|---|---|---|---|
| setup / recovery | exmem_regd[3] | 7 | -70 | forwarda[1] |
| hold / removal | exmem_regd[3] | 6 | 1360 | forwarda[0] |
==> power breakdown <==
part / switching (uW) / internal, uW / total, uW
clock network: 0 / 0 / 0
registers: 0 / 0 / 0
logic: 57.7 / 75.7 / 133
total: 57.7 / 75.7 / 133
==> cells by family (layout without fill, tap and decap cells) <==
kind of cell    after synthesis  in the layout
buf+inv                       0             36
compound gates                2              2
simple gates                 12             12
xor+xnor                     20             20
==> layout by cell type, fill, tap and decap left out, drive strengths merged <==
master	n
buf	16
clkdlybuf4s15	1
clkdlybuf4s50	6
dlygate4sd2	13
nand3	4
nor3	4
nor4	2
o21ai	2
or4	2
xnor2	10
xor2	10
==> repair_timing <==
item	4_1_cts	5_1_grt
setup endpoints to repair	4	4
pin swaps	10	5
setup buffers	2	0
resized	47	5
==> final cells by class <==
type                            instances  share of cell area (%)
Multi-Input combinational cell         34                    47.7
Tap cell                               46                    8.38
Timing Repair Buffer                   36                    43.9
==> stage by stage <==
step / total power, uW / setup TNS [ps]
after floorplan: 39.4 / 0
after global placement: 122 / -2540
after detailed placement: 122 / -2550
after CTS: 127 / -143
after global routing: 144 / -438
final: 133 / -213
==> worst max-delay path: stages <==
cell	delay (ps)
buf_6	90
or4_4	540
o21ai_4	160
buf_4	150
nor4_4	40
nor3_2	110
buf_2	120
Power figures rest on the tool's default switching activity, not on a simulated workload.
