`design.v`:
```
`timescale 1ns/1ps
module alu(
           clk,            
           rst_n,          
           src1,           
           src2,           
           ALU_control,    
           result,         
           zero,           
           cout,           
           overflow        
           );
input           clk;
input           rst_n;
input  [32-1:0] src1;
input  [32-1:0] src2;
input   [4-1:0] ALU_control;
output [32-1:0] result;
output          zero;
output          cout;
output          overflow;
reg    [32-1:0] result;
reg             zero;
reg             cout;
reg             overflow;
reg cout0, cout1, cout2, cout3, cout4, cout5, cout6, cout7, cout8;
reg cout9, cout10, cout11, cout12, cout13, cout14, cout15, cout16;
reg cout17, cout18, cout19, cout20, cout21, cout22, cout23, cout24;
reg cout25, cout26, cout27, cout28, cout29, cout30, cout31;
reg [32:0] tmp;
always@( posedge clk or negedge rst_n ) 
begin
	if(!rst_n)
	begin
		result = 0;
		zero = 0;
		cout = 0;
		overflow = 0;
	end
	else begin
        case(ALU_control)
            4'b0000:  
            begin
                result = src1 & src2;
                cout = 0;
                overflow = 0;
            end
            4'b0001:  
            begin
                result = src1 | src2;
                cout = 0;
                overflow = 0;
            end
            4'b0010:  
            begin
		        result = src1 + src2;
			    cout0 = src1[0] & src2[0];
			    cout1 = src1[1] + src2[1] + cout0;
			    cout2 = src1[2] + src2[2] + cout1;
			    cout3 = src1[3] + src2[3] + cout2;
			    cout4 = src1[4] + src2[4] + cout3;
			    cout5 = src1[5] + src2[5] + cout4;
			    cout6 = src1[6] + src2[6] + cout5;
			    cout7 = src1[7] + src2[7] + cout6;
			    cout8 = src1[8] + src2[8] + cout7;
			    cout9 = src1[9] + src2[9] + cout8;
			    cout10 = src1[10] + src2[10] + cout9;
			    cout11 = src1[11] + src2[11] + cout10;
			    cout12 = src1[12] + src2[12] + cout11;
			    cout13 = src1[13] + src2[13] + cout12;
			    cout14 = src1[14] + src2[14] + cout13;
			    cout15 = src1[15] + src2[15] + cout14;
			    cout16 = src1[16] + src2[16] + cout15;
			    cout17 = src1[17] + src2[17] + cout16;
			    cout18 = src1[18] + src2[18] + cout17;
			    cout19 = src1[19] + src2[19] + cout18;
			    cout20 = src1[20] + src2[20] + cout19;
			    cout21 = src1[21] + src2[21] + cout20;
			    cout22 = src1[22] + src2[22] + cout21;
			    cout23 = src1[23] + src2[23] + cout22;
			    cout24 = src1[24] + src2[24] + cout23;
			    cout25 = src1[25] + src2[25] + cout24;
			    cout26 = src1[26] + src2[26] + cout25;
			    cout27 = src1[27] + src2[27] + cout26;
			    cout28 = src1[28] + src2[28] + cout27;
			    cout29 = src1[29] + src2[29] + cout28;
			    cout30 = src1[30] + src2[30] + cout29;
			    cout31 = src1[31] + src2[31] + cout30;
			    tmp = src1 + src2;
			    cout = tmp[32];
			    if (src1[31] == src2[31])
			    begin
			        if (src1[31] == 0)
			            if (result[31] == 1) overflow = 1;
			        else if (src1[31] == 1)
				        if (result[31] == 0) overflow = 1;
			    end
            end
		    4'b0110:  
		    begin
                result = src1 - src2;
            	cout0 = (~src1[0]) & src2[0];
			    cout1 = src1[1] - src2[1] - cout0;
			    cout2 = src1[2] - src2[2] - cout1;
			    cout3 = src1[3] - src2[3] - cout2;
			    cout4 = src1[4] - src2[4] - cout3;
			    cout5 = src1[5] - src2[5] - cout4;
			    cout6 = src1[6] - src2[6] - cout5;
			    cout7 = src1[7] - src2[7] - cout6;
			    cout8 = src1[8] - src2[8] - cout7;
			    cout9 = src1[9] - src2[9] - cout8;
			    cout10 = src1[10] - src2[10] - cout9;
			    cout11 = src1[11] - src2[11] - cout10;
			    cout12 = src1[12] - src2[12] - cout11;
			    cout13 = src1[13] - src2[13] - cout12;
			    cout14 = src1[14] - src2[14] - cout13;
			    cout15 = src1[15] - src2[15] - cout14;
			    cout16 = src1[16] - src2[16] - cout15;
			    cout17 = src1[17] - src2[17] - cout16;
			    cout18 = src1[18] - src2[18] - cout17;
			    cout19 = src1[19] - src2[19] - cout18;
			    cout20 = src1[20] - src2[20] - cout19;
			    cout21 = src1[21] - src2[21] - cout20;
			    cout22 = src1[22] - src2[22] - cout21;
			    cout23 = src1[23] - src2[23] - cout22;
			    cout24 = src1[24] - src2[24] - cout23;
			    cout25 = src1[25] - src2[25] - cout24;
			    cout26 = src1[26] - src2[26] - cout25;
			    cout27 = src1[27] - src2[27] - cout26;
			    cout28 = src1[28] - src2[28] - cout27;
			    cout29 = src1[29] - src2[29] - cout28;
			    cout30 = src1[30] - src2[30] - cout29;
			    cout31 = src1[31] - src2[31] - cout30;
			    cout = cout31;
			    tmp = src2 - src1;
			    cout = tmp[32];
			    if (src1[31] != src2[31])
				begin
					if (src1[31] == 1 & src2[31] == 0)
						if (result[31] == 0) overflow = 1;
					else if (src1[31] == 0 & src2[31] == 1)
						if (result[31] == 1) overflow = 1;
            	end
            end		    
            4'b1100:  
            begin
                result = ~(src1 | src2);
                cout = 0;
                overflow = 0;
            end
            4'b0111:  
            begin
			    if (src1[31] != src2[31])
			 	   if (src1[31] > src2[31]) result = 1;
			 	   else result = 0;
			    else
			 	   if (src1 < src2) result = 1;
			 	   else result = 0;
			    cout = 0;
			    overflow = 0;
		    end
         endcase
         if (result == 0)
            zero = 1;
         else
            zero = 0;
	end
end
endmodule
```
`run.sh`:
```
#!/bin/bash
# OpenROAD 26Q1-2900-gdf79404cd8, Yosys 0.63+post, stock flow scripts
make -C /OpenROAD-flow-scripts/flow DESIGN_CONFIG=/design/flow/config.mk WORK_HOME=/design/flow/orfs finish
```
`config.mk`:
```
export PLATFORM = sky130hd
export DESIGN_NAME = alu
export DESIGN_NICKNAME = alu
export VERILOG_FILES = /design/flow/design.v
export SDC_FILE = /design/flow/constraint.sdc
export NUM_CORES = 4
export LEC_CHECK = 1
export CORE_UTILIZATION = 30
```
`constraint.sdc`:
```
current_design alu

set clk_period 7.7
set clk_io_pct 0.2

create_clock -name clk0 -period $clk_period [get_ports {clk}]

set non_clock_inputs [all_inputs -no_clocks]
set_input_delay [expr $clk_period * $clk_io_pct] -clock clk0 $non_clock_inputs
set_output_delay [expr $clk_period * $clk_io_pct] -clock clk0 [all_outputs]
```
==> results.py <==
# Generated from Yosys and OpenROAD reports
metrics = {
    "yosys": {
        "yosys_register_bits": 35,
        "number_of_enable_type_register_cells_in_the_synthesized_netlist": 0,
        "flop_cell": "dfrtp_1",
        "ys_chip_area_um2": 8584,
        "netlist.area_leader.share": 0.2143,
        "synth_cells": 1198,
        "synth-warning-count": 1,
        "proportion_of_synthesized_flip_flops_having_asynchronous_set_or_reset": 1.000,
        "synth.top_cells.by_area": "ha_1 21%, dfrtp_1 10%, a21oi_1 7.5%",
        "ys_seq_frac": 0.1020,
        "synth.yosys.num_cells": 1198,
        "netlist_area_um2": 8584,
        "post_synth.cell_area_avg_um2": 7.166,
        "netlist-cell-type-count": 86,
        "synthDominantAreaCellType": "ha_1",
    },
    "floorplan": {
        "coreArea_um2": 27930,
        "initial_core_util": 0.3073,
        "die_x_um": 171.2,
        "die_area_um2": 29300,
        "dieHeight_um": 171.2,
        "boundaryPins": 105,
        "placement_rows": 61,
    },
    "cells_and_area": {
        "n_fill_cell": 2981,
        "ratio_of_cells_with_drive_above_1_in_the_final_layout": 0.04834,
        "synthToLayoutAreaGrowth_pct": 17.66,
    },
    "detailed_routing": {
        "post_drt_via_cell_ratio": 5.763,
        "wl_cell_um": 21.23,
        "drc_errors": 0,
        "ant_nets": 0,
        "drt-initial-drc-count": 942,
        "num_antenna_cells": 0,
        "postRouteWirelength_mm": 34.81,
        "first_pass_iters": 5,
        "num_vias": 9451,
    },
    "pwr": {
        "power-per-cell-area_nw_per_um2": 113.4,
        "overall_power_uw": 1146,
        "vdd_drop_max_uv": 72.40,
        "leakagePower_uw": 0.004348,
    },
    "run": {
        "cap_viol_max_count": 0,
        "warning_count": 108,
    },
    "clocking": {
        "cts_made_buffers": 5,
        "post_cts_resized": 0,
        "postCtsSetupBuffers": 0,
        "tritoncts": "yes",
        "cts.htree.levels": 2,
        "postCtsHoldBufs": 0,
        "path_clk_slew_ns": 0.06,
        "root_buffer": "clkbuf_16",
        "cts-root-to-sink-buffers": 2,
        "clock_sink_count": 35,
        "clk-insertion-delay-late_ns": 0.29,
    },
    "setup_path": {
        "timing.critical_path.required_ns": 7.87,
        "worst-setup-path-type": "in -> reg",
        "start_kind": "input pin",
        "setup.worst_path.end_class": "register",
        "worst-path-max-fanout": 24,
        "worst-endpoint-arrival_ns": 6.26,
        "ff2ff_path_depth": 7,
    },
    "sta": {
        "timing.final.hold_violations": 0,
        "maxSlewViolCount": 0,
        "tns_ns": 0,
        "unrepaired_setup_endpoints_after_global_routing": "false",
        "postLayoutSetupSlackWorst_ns": 1.610,
        "fin_worst_skew_ns": 0.001932,
        "finalClockPeriodUsage": 0.7909,
        "fmaxAchievable_mhz": 164.2,
        "timing.slew.headroom": 0.4768,
        "worstMarginPinSlew_ns": 0.7814,
        "period_minus_slack_ns": 6.090,
        "setup_viol": 0,
    },
    "place": {
        "pre_cts_slack_ns": 1.225,
        "dpl.hpwl_mm": 27.33,
        "place_congestion": 0.9881,
        "io_buffer_count": 104,
    },
    "grt": {
        "vias_in_the_first_global_route": 8880,
        "pin_count_of_the_biggest_net_entering_global_routing": 40,
        "grt_util_all_layers": 0.2436,
        "globalRouteOverflowTotal": 0,
        "grt_first_pass_wirelength_mm": 53.41,
        "grt_antenna_before_repair": 1,
    },
    "run_status": {
        "outcome": "completed",
    },
    "min_path": {
        "whs_path_depth": 1,
        "hold_class": "reg -> reg",
    },
}
-- sequential cells by signal, summed over array words and instances, names as in the netlist --
register	count
overflow	1
cout	1
result	32
zero	1
-- stage by stage --
step	cells	util	instance area, um2	hold WS, ns
2_1_floorplan	1198	-	8584	0.4645
5_1_grt	1640	0.3616	10100	0.5651
3_3_place_gp	1632	0.3565	9960	0.5132
6_report	1640	0.3616	10100	0.5364
3_5_place_dp	1632	0.3565	9960	0.5163
4_1_cts	1640	0.3616	10100	0.5352
-- cells in the final DEF (no fill, tap or decap), types with 6 or more instances in the layout --
| master | synthesis | routed |
|---|---|---|
| a31oi_1 | 15 | 15 |
| nand3_1 | 19 | 19 |
| a21oi_1 | 129 | 129 |
| a221oi_1 | 9 | 9 |
| nor4_1 | 13 | 13 |
| nand2b_1 | 10 | 10 |
| a211oi_1 | 16 | 16 |
| o21a_1 | 15 | 15 |
| o2bb2ai_1 | 9 | 9 |
| nor2_1 | 114 | 114 |
| o21bai_1 | 11 | 11 |
| a21o_1 | 26 | 26 |
| nand4_1 | 21 | 21 |
| nor3_1 | 32 | 31 |
| clkdlybuf4s50_1 | 0 | 103 |
| ha_1 | 147 | 147 |
| o21ai_0 | 84 | 84 |
| xnor2_1 | 44 | 44 |
| nand2_1 | 71 | 71 |
| buf_4 | 2 | 15 |
| inv_1 | 99 | 99 |
| and2_1 | 6 | 6 |
| o221ai_1 | 6 | 6 |
| and3_1 | 15 | 15 |
| dfrtp_1 | 35 | 35 |
| nor2b_1 | 14 | 14 |
| or3_1 | 6 | 6 |
| a2111oi_0 | 6 | 6 |
| o31ai_1 | 16 | 16 |
| o211ai_1 | 20 | 20 |
| or4_1 | 9 | 9 |
| o22ai_1 | 10 | 10 |
-- kinds of logic after synthesis --
kind of cell / count (synthesis) / share of synthesized area
DFF: 35 / 0.1020
AOI/OAI and AO/OA: 444 / 0.3473
buffers and inverters: 164 / 0.07390
xor gates and xnor gates: 44 / 0.04489
and+or+nand+nor: 356 / 0.2054
adders and majority gates: 149 / 0.2189
muxes: 6 / 0.007579
-- area by class of cell --
class / instances / area (um2) / share of cell area
clock buffers: 6 / 128.9 / 0.01276
flip-flops and latches: 35 / 875.8 / 0.08671
multi-input cells: 999 / 7083 / 0.7012
well taps: 378 / 473.0 / 0.04682
repair buffers: 119 / 1149 / 0.1137
inverters: 101 / 379.1 / 0.03753
clock inverters: 2 / 12.51 / 0.001239
-- critical path, cell delays in order --
cell and delay, ns:
clkdlybuf4s50_1 0.83, inv_1 0.30, nor3_2 0.44, buf_4 0.43
buf_4 0.37, a21oi_1 0.10, xnor2_1 0.14, ha_1 0.30
nand2_1 0.11, nor4_1 0.56, nand4_1 0.30, a31oi_1 0.54
or4_1 0.21, nand3_1 0.06
-- worst paths after layout --
kind | from | end | slack, ns
setup / recovery | ALU_control[2] | cout | 1.61
hold / removal | result[9] | result[9] | 0.54
setup reg to reg | result[13] | zero | 5.17
hold reg to reg | result[9] | result[9] | 0.54
max in group asynchronous | rst_n | result[18] | 6.02
min in group asynchronous | rst_n | result[31] | 1.31
-- Yosys cell counts, types with 19 or more instances --
library cell,number
o21ai_0,84
inv_1,99
dfrtp_1,35
xnor2_1,44
clkbuf_1,44
a21o_1,26
nand2_1,71
ha_1,147
nor2_1,114
a21oi_1,129
nand3_1,19
nand4_1,21
nor3_1,32
o211ai_1,20
-- routing by layer --
| layer | GRT usage | up-vias | part of all wire |
|---|---|---|---|
| met1 | 0.3519 | 4460 | 0.45 |
| met3 | 0.05794 | 47 | 0.093 |
| met4 | 0.04581 | 0 | 0.019 |
| li1 | - | 4538 | - |
| met2 | 0.3710 | 406 | 0.44 |
| met5 | 0 | - | 0 |
-- report_power, final --
group	internal, uW	leakage (uW)	switching, uW	total [uW]
clock	120	0.0000669	90.4	210
sequential	219	0.000417	33.4	253
combinational	290	0.00386	392	683
total	629	0.00435	516	1150
Power and IR drop assume default switching activity.
