**design/flow/run.sh**
```bash
#!/bin/bash
# OpenROAD 26Q1-2900-gdf79404cd8, Yosys 0.63+post, stock flow scripts
make -C /OpenROAD-flow-scripts/flow DESIGN_CONFIG=/design/flow/config.mk WORK_HOME=/design/flow/orfs finish
```
**design/flow/config.mk**
```make
export PLATFORM = sky130hd
export DESIGN_NAME = Hazard_Detection
export DESIGN_NICKNAME = Hazard_Detection
export VERILOG_FILES = /design/flow/design.v
export SDC_FILE = /design/flow/constraint.sdc
export NUM_CORES = 4
export LEC_CHECK = 1
export CORE_AREA = 10 10 70 70
export DIE_AREA = 0 0 80 80
```
**design/flow/constraint.sdc**
```tcl
current_design Hazard_Detection

set clk_period 3.3
set clk_io_pct 0.2

create_clock -name clk0 -period $clk_period

set non_clock_inputs [all_inputs -no_clocks]
set_input_delay [expr $clk_period * $clk_io_pct] -clock clk0 $non_clock_inputs
set_output_delay [expr $clk_period * $clk_io_pct] -clock clk0 [all_outputs]
```
**design/flow/design.v**
```verilog
module Hazard_Detection(
    memread,
    instr_i,
    idex_regt,
    branch,
    pcwrite,
    ifid_write,
    ifid_flush,
    idex_flush,
    exmem_flush
);
input       memread;
input [15:0]instr_i;
input [4:0] idex_regt;
input       branch;
output      pcwrite;
output      ifid_write;
output      ifid_flush;
output      idex_flush;
output      exmem_flush;
reg      pcwrite;
reg      ifid_write;
reg      ifid_flush;
reg      idex_flush;
reg      exmem_flush;
always@(*) begin
    case(branch)
		1'b0: begin
        	if(memread == 1'b1 && (instr_i[9:5] == idex_regt || 
			(instr_i[4:0] == idex_regt && instr_i[15:10] != 6'b001000))) begin		
				pcwrite <= 1'b0;
				ifid_write <= 1'b0;
				ifid_flush <= 1'b0;
				idex_flush <= 1'b1;
				exmem_flush <= 1'b0;
	  		end
          	else begin
				pcwrite <= 1'b1;
				ifid_write <= 1'b1;
				ifid_flush <= 1'b0;
				idex_flush <= 1'b0;
				exmem_flush <= 1'b0;
	  		end
        end
        1'b1: begin
			pcwrite <= 1'b1;
			ifid_write <= 1'b1;
			ifid_flush <= 1'b1;
			idex_flush <= 1'b1;
			exmem_flush <= 1'b1;
		end
    endcase
end
endmodule
```
==> metrics.yaml <==
drv_slew: 0
crit_top_cell: "clkdlybuf4s50_1"
fin_tns_setup_ns: 0
rsz0062_at_grt: "no"
ir_drop_v: 0.0000314
drc_errors: 0
tightest_slew_ns: 0.359
area_growth_pct: 173
syn-instance-count: 24
routedWlPerCell_microns: 9.27
die_w_microns: 80
postCtsHoldBufs: 0
die_h_microns: 80
relSlewSlack_pct: 75.8
cts_resized: 0
grt.overflow.total: 0
path_buffers: 2
register_area_sq_um: 0
crit_family: "buffers and inverters"
hold_violations: 0
worstPathCellList: "clkdlybuf4s50_1, or4b_1, nor3_2, nor4_1, o211ai_1, clkdlybuf4s50_1"
drive_gt1_share_pct: 2.04
core_sq_um: 3420
cp_slowest_stage_delay_ns: 0.53
antenna_found_initial: 0
fmax_mhz: 314
finalCritPeriodShare_pct: 96.4
final_antenna_net_count: 0
ys_seq_share_pct: 0
worst_hold_path_type: "input pin to primary output"
antenna-diode-count: 0
warnings: 32
cp_max_fo: 2
final_common_cell: "clkdlybuf4s50_1"
hpwl_microns: 874
drt-initial-drc-count: 0
cp_data_arrival_time_ns: 2.52
place_congestion: 0.743
status: "complete, no violations"
drt_wl_total_microns: 881
ys_cells: 24
holdPathEnd: "ifid_flush"
fp_util_pct: 5.35
cp.required_ns: 2.64
routed-via-count: 255
grtUsageTotal_pct: 2.68
min_period_ns: 3.18
grt_pass1_vias: 287
fp-row-count: 21
lay_top_cells: "28 x clkdlybuf4s50_1, 6 x xnor2_1, 4 x xor2_1, 2 x nand3_1, 2 x inv_1"
grt_first_pass_wirelength_mm: 1.40
crit_slowest_cell: "or4b_1"
post_cts_buffers: 0
synth_cell_types: 12
hold_depth: 2
clock_buffers: 0
fin_util_pct: 14.6
setup_violations: 0
ios: 28
worstHoldStart: "branch"
crit_type: "input pin to primary output"
avgSynthCellArea_sq_um: 7.61
dieArea_sq_um: 6400
numPortBuffers: 28
dr.pass1.iters: 1
flop-count: 0
p_per_area_nw_per_um2: 104
synth_chip_area_sq_um: 183
cp-end-kind: "primary output"
syn_area_sq_um: 183
cp-start-kind: "input pin"
yosysWarnings: 1
leakage_nw: 0.167
grt_max_degree: 4
vias_per_cell: 2.68
p_total_mw: 0.0516
max-cap-violations: 0
-- layout make-up --
cell class / count / area [sq um]
fillers: 404 / 2920
repair buffers: 28 / 280
multi-input cells: 19 / 153
well taps: 46 / 57.6
inverters: 2 / 7.51
-- routing by layer --
metal | vias up | part of all wire (%) | track usage (%)
met1 | 102 | 53 | 4.35
met2 | 21 | 34 | 3.53
met3 | 0 | 13 | 0.682
met5 | - | 0 | 0
met4 | 0 | 0 | 0
li1 | 132 | - | -
-- power by group --
group / leakage (nW) / internal, mW / switching [mW]
combinational: 0.167 / 0.0366 / 0.0149
sequential: 0 / 0 / 0
clock: 0 / 0 / 0
-- worst max path at each step --
stage	from	to	slack [ns]	cells past startpoint
finish	instr_i[12]	pcwrite	0.12	6
global route	instr_i[12]	ifid_write	0.01	6
CTS	instr_i[12]	ifid_write	0.08	6
-- synthesized netlist by cell type (all sizes together) --
cell | n | share of area [%]
nand3 | 2 | 5.5
or4b | 1 | 5.5
inv | 2 | 4.1
xor2 | 4 | 19
nor4 | 1 | 3.4
o41ai | 1 | 4.8
nor3 | 2 | 8.2
xnor2 | 6 | 29
buf | 3 | 12
o211ai | 1 | 4.1
a21o | 1 | 4.1
-- kinds of logic after synthesis --
group | Yosys count | share of synthesized area (%)
AOI/OAI and AO/OA | 3 | 13.0
buffers and inverters | 5 | 16.4
xor gates and xnor gates | 10 | 47.9
and+or+nand+nor | 6 | 22.6
-- through the flow --
stage          hold WS (ns)  cells  worst slack, ns  instance area (sq um)
2_1_floorplan          1.38     24             1.00                    183
3_3_place_gp           2.19     95            0.103                    498
3_5_place_dp           2.19     95           0.0775                    498
4_1_cts                2.19     95           0.0759                    498
5_1_grt                2.21     95           0.0115                    498
6_report               2.18     95            0.119                    498
Power figures rest on the tool's default switching activity, not on a simulated workload.
